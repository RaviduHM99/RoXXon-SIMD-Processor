==> /design/flow/design.v <==
`timescale 1ns/1ps
module Data_Fetch(
    input logic CLK,
    output logic [12:0] addrb,  
    output logic [31:0] dinb,
    input logic [31:0] doutb,
    output logic enb,
    output logic [3:0] web,
    input logic [1:0] DIMEN,  
    input logic ADDR_START,
    input logic ADDR_RST,
    input logic [16:0] ADDRESS,
    output logic FETCH_DONE,
    input logic [1:0] PE_SEL,
    input logic PE_SEL_2x2,
    input logic PE_SEL_4,
    input logic WRADDR_START,  
    output logic STORE_DONE,
    output logic [2:0] latency_counter,  
    output logic [31:0] PE_DIN_0,
    output logic [31:0] PE_DIN_1,
    output logic [31:0] PE_DIN_2,
    output logic [31:0] PE_DIN_3,
    input logic [31:0] PE_DOUT_0,
    input logic [31:0] PE_DOUT_1,
    input logic [31:0] PE_DOUT_2,
    input logic [31:0] PE_DOUT_3
);
    reg [2:0] latency_counter_DF;
    logic latency_rst;
    logic latency_incr;
    reg [31:0] ADDR;
    logic ADDR_INC;
    assign latency_rst = (latency_counter_DF == 3'd2) ? 1'b1 : 1'b0;
    assign latency_incr = (ADDR_INC) ? 1'b1 : 1'b0;
    always_ff @( posedge CLK ) begin 
        if (latency_rst | ADDR_RST) latency_counter_DF <= 'd0;
        else latency_counter_DF <= (latency_incr) ? latency_counter_DF + 1'd1 : latency_counter_DF;
    end 
    assign latency_counter = latency_counter_DF;
    always @(posedge CLK) begin
        if (ADDR_RST) ADDR <= 'b0;
        else ADDR <= (ADDR_INC & (latency_counter_DF == 3'd2 | WRADDR_START)) ? ADDR + 'b1 : ADDR;  
    end
    always_comb begin
        unique case (DIMEN)
            2'd0 : begin  
                ADDR_INC = (ADDR_START) ? 1'b1 : 1'b0;
                FETCH_DONE = (ADDR == 32'd2 & ~WRADDR_START) ? 1'b1 : 1'b0;
            end
            2'd1 : begin  
                ADDR_INC = (ADDR_START) ? 1'b1 : 1'b0;
                FETCH_DONE = (ADDR == 32'd4 & ~WRADDR_START) ? 1'b1 : 1'b0;
            end 
            2'd2 : begin  
                ADDR_INC = (ADDR_START) ? 1'b1 : 1'b0;
                FETCH_DONE = (ADDR == 32'd8 & ~WRADDR_START) ? 1'b1 : 1'b0;
            end
            2'd3 : begin  
                ADDR_INC = (ADDR_START) ? 1'b1 : 1'b0;
                FETCH_DONE = (ADDR == 32'd16 & ~WRADDR_START) ? 1'b1 : 1'b0;
            end 
        endcase
    end
    logic [31:0] DATA_PE_IN;
    logic [3:0][31:0] DATA_PE_OUT;
    logic [16:0] IN_ADDRESS;
    assign IN_ADDRESS = ADDRESS + ADDR;
    assign addrb = IN_ADDRESS[12:0];
    assign dinb = (WRADDR_START) ? DATA_PE_OUT[ADDR] : 32'd0;
    assign DATA_PE_IN = (ADDR_START) ? doutb : 32'd0; 
    assign enb = (ADDR_START | WRADDR_START) ? 1'b1 : 1'b0; 
    assign web = (WRADDR_START) ? 4'b1111 : 4'b0;  
    always_comb begin
        unique case (PE_SEL)
            2'd0: begin
                PE_DIN_0 = DATA_PE_IN;
                PE_DIN_1 = DATA_PE_IN;
                PE_DIN_2 = DATA_PE_IN;
                PE_DIN_3 = DATA_PE_IN;
            end
            2'd1: begin
                if (~PE_SEL_4 & ~PE_SEL_2x2) begin
                    PE_DIN_0 = DATA_PE_IN;
                    PE_DIN_1 = 32'd0;
                    PE_DIN_2 = 32'd0;
                    PE_DIN_3 = 32'd0;
                end
                else if  (~PE_SEL_4 & PE_SEL_2x2)  begin
                    PE_DIN_0 = 32'd0;
                    PE_DIN_1 = DATA_PE_IN;
                    PE_DIN_2 = 32'd0;
                    PE_DIN_3 = 32'd0;
                end
                else if  (PE_SEL_4 & ~PE_SEL_2x2)  begin
                    PE_DIN_0 = 32'd0;
                    PE_DIN_1 = 32'd0;
                    PE_DIN_2 = DATA_PE_IN;
                    PE_DIN_3 = 32'd0;
                end
                else begin
                    PE_DIN_0 = 32'd0;
                    PE_DIN_1 = 32'd0;
                    PE_DIN_2 = 32'd0;
                    PE_DIN_3 = DATA_PE_IN;
                end
            end
            2'd2: begin  
                if (PE_SEL_2x2) begin
                    PE_DIN_0 = DATA_PE_IN;
                    PE_DIN_1 = DATA_PE_IN;
                    PE_DIN_2 = 32'd0;
                    PE_DIN_3 = 32'd0;
                end
                else begin
                    PE_DIN_0 = 32'd0;
                    PE_DIN_1 = 32'd0;
                    PE_DIN_2 = DATA_PE_IN;
                    PE_DIN_3 = DATA_PE_IN;
                end 
            end
            2'd3: begin   
                if (PE_SEL_2x2) begin
                    PE_DIN_0 = DATA_PE_IN;
                    PE_DIN_1 = 32'd0;
                    PE_DIN_2 = DATA_PE_IN;
                    PE_DIN_3 = 32'd0;
                end 
                else begin
                    PE_DIN_0 = 32'd0;
                    PE_DIN_1 = DATA_PE_IN;
                    PE_DIN_2 = 32'd0;
                    PE_DIN_3 = DATA_PE_IN;
                end
            end
        endcase
    end
    assign STORE_DONE = (ADDR == 32'd2 & WRADDR_START) ? 1'b1 : 1'b0;
    assign DATA_PE_OUT = {PE_DOUT_3, PE_DOUT_2, PE_DOUT_1, PE_DOUT_0};
endmodule
==> /design/flow/run.sh <==
#!/bin/bash
# OpenROAD 26Q1-2900-gdf79404cd8, Yosys 0.63+post, stock flow scripts
make -C /OpenROAD-flow-scripts/flow DESIGN_CONFIG=/design/flow/config.mk WORK_HOME=/design/flow/orfs finish
==> /design/flow/config.mk <==
export PLATFORM = sky130hd
export DESIGN_NAME = Data_Fetch
export DESIGN_NICKNAME = Data_Fetch
export VERILOG_FILES = /design/flow/design.v
export SDC_FILE = /design/flow/constraint.sdc
export NUM_CORES = 4
export LEC_CHECK = 1
export CORE_AREA = 10 10 192 192
export DIE_AREA = 0 0 202 202
==> /design/flow/constraint.sdc <==
current_design Data_Fetch

set clk_period 12.7
set clk_io_pct 0.2

create_clock -name clk0 -period $clk_period [get_ports {CLK}]

set non_clock_inputs [all_inputs -no_clocks]
set_input_delay [expr $clk_period * $clk_io_pct] -clock clk0 $non_clock_inputs
set_output_delay [expr $clk_period * $clk_io_pct] -clock clk0 [all_outputs]
==> out/metrics.csv <==
metric;value;unit
fin_hold_ws;0.528;ns
end_kind;primary output;
row_count;66;
post_drt_wl_per_cell;18.6;um
timing.rr.start;ADDR[0];
reg2reg_to;ADDR[28];
drive_gt1_share;8.91;%
edf_count;0;
dp_hpwl;21600;um
drt.antenna.violating_nets;0;
routed.top_layer;met5;
relSlewSlack;52.8;%
hold_path.startpoint;latency_counter_DF[1];
wirelength_met1;9710;um
synth_area;4170;sq um
required;10.16;ns
grt_max_degree;43;
drt-pass1-iter-count;4;
crit_start;ADDRESS[0];
io_pins;370;
wirelength;25000;um
grt_pass1_wl;35500;um
chipArea;40800;sq um
final_util;25.8;%
viasPerCell;4.00;
die_h;202;um
cp.arrival;5.53;ns
status;finished clean;
reg2reg_depth;7;
hold_depth;2;
async_flop_share;0;%
warnings;32;
die_w;202;um
yosys_area;4170;sq um
timing.fmax;124;MHz
drcViolationCount;0;
gp_congestion;0.877;
yosys_cells;557;
coreArea;32600;sq um
grtUsageTotal;11.5;%
peakVddDrop;0.0395;mV
cts.clk_slew.worst_paths;0.06;ns
hp-class;flip-flop to flip-flop;
clock_path_buffers;2;
initial_core_util;12.8;%
layout_top_cells;clkdlybuf4s50_1 (364), nor2_1 (171), nand2_1 (47);
setup_viol;0;
post-route-period-util;63.6;%
syn_avg_cell_area;7.48;sq um
skew;0.00777;ns
dp_cells;1332;
postCtsHoldBufs;0;
synth_flops;35;
wl_met3;2360;um
power_density;54.0;nW/um^2
drv_cap;0;
setup_tns;0;ns
met2_wirelength;12500;um
drt_iter0_drc;326;
cts_buffers;5;
vias;5368;
stdcell_count;1342;
cp-start-kind;primary input;
yosysWarnings;1;
hold_violations;0;
syn_to_final_growth;102;%
slew_viol_final;0;
cts-root-buf;clkbuf_16;
path_max_fanout;3;
syn_inst;557;
path_class;primary input to primary output;
antenna_found_initial;5;
synth.distinct_cells;49;
yosys_most_used_dff;dfxtp_1;
rsz0062_at_grt;no;
fillers;3473;
reg2reg_slack;10.40;ns
post_cts_buffers;0;
ys_seq_share;16.8;%
port_buffers;365;
clock_latency;0.28;ns
power.leakage;0.00300;uW
h-tree-depth;2;
whs_endpoint;latency_counter_DF[1];
cts_sinks;35;
cts_resized;0;
worst_slew_pin_slew;0.706;ns
cts_tree;yes;
grt_remaining_overflow;0;
period_needed;8.07;ns
lay_top_count;clkdlybuf4s50_1;
grt_pass1_vias;5326;
## report_power, final
part / switching (uW) / leakage, uW / internal (uW)
sequential: 1.05 / 0.000283 / 111
clock: 46.4 / 0.0000658 / 72.2
combinational: 78.0 / 0.00265 / 147
## sequential cells by signal (all words and copies together) (netlist names)
register / count
ADDR: 32
latency_counter_DF: 3
## per-layer routing
metal	GRT usage (%)	up-vias
met5	0	-
met4	1.74	4
met3	4.23	23
met2	20.4	251
met1	13.2	2465
li1	-	2625
## critical path: stages
cell and delay (ns):
clkdlybuf4s50_1 0.44, ha_1 0.26, fa_1 0.44, a211oi_1 0.49
o211ai_1 0.27, a31o_2 0.29, a21oi_1 0.18, xnor2_1 0.14
clkdlybuf4s50_1 0.48
## logic make-up after synthesis
kind of cell,after synthesis,share of synthesized area (%)
xor+xnor,39,8.20
compound gates,53,8.08
simple gates,323,37.7
flops,35,16.8
mux,34,17.8
fa+ha+maj,18,5.59
buf+inv,55,5.89
## layout make-up
cell class | count | area [sq um] | area share [%]
diodes | 2 | 5.00 | 0.0594
clock buffers | 5 | 125 | 1.48
clock inverters | 3 | 20.0 | 0.237
inverters | 12 | 45.0 | 0.534
multi-input cells | 467 | 3250 | 38.5
flip-flops and latches | 35 | 703 | 8.34
well taps | 442 | 553 | 6.56
repair buffers | 376 | 3730 | 44.3
## synthesized netlist by cell type (4+ instances only)
cell | count | area [sq um]
nand4_1 | 6 | 37.5
mux4_2 | 32 | 721
inv_1 | 12 | 45.0
nor3_1 | 12 | 60.1
nor2_1 | 173 | 649
nand2_1 | 47 | 176
buf_2 | 7 | 35.0
nor4_2 | 7 | 87.6
or3_1 | 4 | 25.0
and3_1 | 37 | 231
buf_1 | 4 | 15.0
buf_4 | 4 | 30.0
clkbuf_1 | 26 | 97.6
o21ai_0 | 12 | 60.1
ha_1 | 17 | 213
dfxtp_1 | 35 | 701
nor4_1 | 9 | 56.3
nand3_1 | 7 | 35.0
xnor2_1 | 38 | 333
a21oi_1 | 22 | 110
## stage by stage
step           setup WS, ns  total power [uW]  cell area (sq um)
3_3_place_gp           4.52               344               8280
2_1_floorplan          6.05               188               4170
6_report               4.63               456               8430
4_1_cts                4.51               464               8420
3_5_place_dp           4.53               344               8280
5_1_grt                4.44               485               8430
## how the worst max path moves through the flow
stage | end | slack (ns) | cells after the start
final | addrb[10] | 4.63 | 9
after global routing | addrb[10] | 4.44 | 9
after CTS | addrb[10] | 4.51 | 9
Power figures rest on the tool's default switching activity, not on a simulated workload.
