===== flow/run.sh =====
#!/bin/bash
# OpenROAD 26Q1-2900-gdf79404cd8, Yosys 0.63+post, stock flow scripts
make -C /OpenROAD-flow-scripts/flow DESIGN_CONFIG=/design/flow/config.mk WORK_HOME=/design/flow/orfs finish

===== flow/config.mk =====
export PLATFORM = sky130hd
export DESIGN_NAME = Processing_Element
export DESIGN_NICKNAME = Processing_Element
export VERILOG_FILES = /design/flow/design.v
export SDC_FILE = /design/flow/constraint.sdc
export NUM_CORES = 4
export LEC_CHECK = 1
export CORE_UTILIZATION = 30

===== flow/constraint.sdc =====
current_design Processing_Element

set clk_period 53.4
set clk_io_pct 0.2

create_clock -name clk0 -period $clk_period [get_ports {CLK}]

set non_clock_inputs [all_inputs -no_clocks]
set_input_delay [expr $clk_period * $clk_io_pct] -clock clk0 $non_clock_inputs
set_output_delay [expr $clk_period * $clk_io_pct] -clock clk0 [all_outputs]

===== flow/design.v =====
`timescale 1ns/1ps
module Processing_Element #(
    parameter N = 16
)
(
    input logic CLK,
    input logic [2:0] latency_counter,   
    input logic RST_ADD,
    input logic [31:0] DATAIN,
    input logic MAC_CTRL,
    input logic RST_ACC,
    input logic RST_PC,
    input logic ADD_CTRL,
    input logic ADD_INC,
    input logic ADD_RST, 
    input logic ADD_STORE,
    input logic [3:0] STORE_ADDRESS, 
    output logic ADD_DONE,
    input logic MAT_MUX,
    input logic WRITE_MAT,
    input logic [1:0] DIMEN,
    input logic OUT_READY,
    output logic MAC_DONE,
    output logic [31:0] DATAOUT
);
    reg [N-1:0][31:0] MATA;
    reg [N-1:0][31:0] MATB;
    reg [N-1:0][31:0] MATC;
    reg [31:0] ACC_DATA;
    reg [$clog2(N)-1:0] PC;
    reg [$clog2(N)-1:0] ADDR;
    logic WRITE_DONE;
    logic INC_PC;
    wire [31:0] MUL_DATA;
    initial begin
        MATA[0] <= 'd0; MATA[1] <= 'd0; MATA[2] <= 'd0; MATA[3] <= 'd0; MATA[4] <= 'd0; MATA[5] <= 'd0; MATA[6] <= 'd0; MATA[7] <= 'd0; MATA[8] <= 'd0; MATA[9] <= 'd0; MATA[10] <= 'd0; MATA[11] <= 'd0; MATA[12] <= 'd0; MATA[13] <= 'd0; MATA[14] <= 'd0; MATA[15] <= 'd0;
        MATB[0] <= 'd0; MATB[1] <= 'd0; MATB[2] <= 'd0; MATB[3] <= 'd0; MATB[4] <= 'd0; MATB[5] <= 'd0; MATB[6] <= 'd0; MATB[7] <= 'd0; MATB[8] <= 'd0; MATB[9] <= 'd0; MATB[10] <= 'd0; MATB[11] <= 'd0; MATB[12] <= 'd0; MATB[13] <= 'd0; MATB[14] <= 'd0; MATB[15] <= 'd0;
        MATC[0] <= 'd0; MATC[1] <= 'd0; MATC[2] <= 'd0; MATC[3] <= 'd0; MATC[4] <= 'd0; MATC[5] <= 'd0; MATC[6] <= 'd0; MATC[7] <= 'd0; MATC[8] <= 'd0; MATC[9] <= 'd0; MATC[10] <= 'd0; MATC[11] <= 'd0; MATC[12] <= 'd0; MATC[13] <= 'd0; MATC[14] <= 'd0; MATC[15] <= 'd0;
    end
    always @(posedge CLK) begin
        if (RST_PC) PC <= 'b0;
        else PC <= (INC_PC) ? PC + 'b1 : PC;
    end
    always_ff @( posedge CLK ) begin 
        if (RST_ADD) ADDR <= 'd0;
        else ADDR <= (WRITE_MAT & ~WRITE_DONE & latency_counter == 3'd2) ? ADDR + 1'd1 : ADDR;
    end
    always @(posedge CLK) begin
        if (WRITE_MAT & ~WRITE_DONE & latency_counter == 3'd2) begin
            MATA[ADDR] <= (MAT_MUX) ? DATAIN : MATA[ADDR];
            MATB[ADDR] <= (MAT_MUX) ? MATB[ADDR] : DATAIN;
        end
        else begin
            MATA[ADDR] <= MATA[ADDR];
            MATB[ADDR] <= MATB[ADDR];
        end
    end
    assign MUL_DATA = (MAC_CTRL) ? MATA[PC]*MATB[PC] : 'd0;
    always_ff @(posedge CLK) begin
        if (RST_ACC) ACC_DATA <= 32'd0;
        else ACC_DATA <= (MAC_CTRL) ? ACC_DATA + MUL_DATA : ACC_DATA;
    end
    always_comb begin
        if (OUT_READY & ~ADD_STORE) DATAOUT = ACC_DATA;
        else if (OUT_READY & ADD_STORE) DATAOUT = MATC[STORE_ADDRESS];
        else DATAOUT = 32'd0;;
    end
    reg [31:0] ADD_PC;
    always_comb begin
        unique case (DIMEN)
            2'd0 : begin
                INC_PC = (MAC_CTRL) ? 1'b1 : 1'b0;
                MAC_DONE = (PC == 32'd2) ? 1'b1 : 1'b0;
                WRITE_DONE = (ADDR == 32'd2) ? 1'b1 : 1'b0;
                ADD_DONE = (ADD_PC == 32'd2) ? 1'b1 : 1'b0;
            end
            2'd1 : begin
                INC_PC = (MAC_CTRL) ? 1'b1 : 1'b0;
                MAC_DONE = (PC == 32'd4) ? 1'b1 : 1'b0;
                WRITE_DONE = (ADDR == 32'd4) ? 1'b1 : 1'b0;
                ADD_DONE = (ADD_PC == 32'd4) ? 1'b1 : 1'b0;
            end
            2'd2 : begin
                INC_PC = (MAC_CTRL) ? 1'b1 : 1'b0;
                MAC_DONE = (PC == 32'd8) ? 1'b1 : 1'b0;
                WRITE_DONE = (ADDR == 32'd8) ? 1'b1 : 1'b0;
                ADD_DONE = (ADD_PC == 32'd8) ? 1'b1 : 1'b0;
            end
            2'd3 : begin
                INC_PC = (MAC_CTRL) ? 1'b1 : 1'b0;
                MAC_DONE = (PC == 32'd16) ? 1'b1 : 1'b0;
                WRITE_DONE = (ADDR == 32'd16) ? 1'b1 : 1'b0;
                ADD_DONE = (ADD_PC == 32'd16) ? 1'b1 : 1'b0;
            end      
        endcase
    end
    always @(posedge CLK) begin
        if (ADD_RST) ADD_PC <= 'b0;
        else ADD_PC <= (ADD_INC) ? ADD_PC + 'b1 : ADD_PC;
    end
    always_ff @(posedge CLK) begin
        unique case (ADD_CTRL)
            1'd0 : MATC[ADD_PC] <= (ADD_INC) ? MATA[ADD_PC] + MATB[ADD_PC] : MATC[ADD_PC];
            1'd1 : MATC[ADD_PC] <= (ADD_INC) ? MATA[ADD_PC] - MATB[ADD_PC] : MATC[ADD_PC];
        endcase
    end
endmodule

==> flow_summary.json <==
{
  "rows": 216,
  "vias_per_cell": 5.618,
  "postCtsSetupBuffers": 0,
  "tns_ns": 0,
  "routed_wl_um": 374300,
  "area_growth_pct": 11.94,
  "floorplan.core_util_pct": 30.17,
  "numCtsBuffers": 179,
  "wire_per_inst_um": 26.26,
  "reg2reg_from": "PC[0]$_SDFFE_PP0P_",
  "finalWeightedCongestion": 0.9491,
  "slew_headroom_pct": 24.67,
  "crit_path_start": "STORE_ADDRESS[1]",
  "status": "finished, final reports clean",
  "yosysUniqueCellTypes": 86,
  "syn_avg_cell_area_um2": 10.75,
  "cts.sinks": 1608,
  "final-comb-area_mm2": 0.06710,
  "clk_latency_ns": 0.92,
  "crit_required_ns": 42.72,
  "cp-start-kind": "input pin",
  "place_hpwl_um": 241000,
  "crit_chain": "buf_6 > buf_4 > mux4_2 > mux4_2 > mux2i_1 > nor2b_1 > clkdlybuf4s50_1",
  "netlist_instances": 9715,
  "r2r_end": "ACC_DATA[31]$_SDFFE_PP0P_",
  "dr.pass1.iters": 5,
  "hold_start": "MATC[410]$_DFF_P_",
  "warnings": 65,
  "synth.most_common_cell": "dfxtp_1",
  "fin_area_mm2": 0.1169,
  "yosys_area_mm2": 0.1044,
  "num-fill-cells": 34270,
  "area_leaders": "dfxtp_1, mux4_2, fa_1, nand2_1, o21ai_0",
  "netlist_top_cells_count": "dfxtp_1, nand2_1, mux4_2, o21ai_0, clkbuf_1",
  "grtUsageTotal_pct": 22.25,
  "grt-ovfl-total": 0,
  "grt_pass1_wl_um": 550000,
  "top_area_share_pct": 30.82,
  "drc_errors": 0,
  "placed_cell_area_mm2": 0.1104,
  "yosys.area.top_type": "dfxtp_1",
  "tightest_slew_ns": 1.098,
  "synth_flop_count": 1608,
  "htreeDepth": 4,
  "antenna_found_initial": 37,
  "core_area_mm2": 0.3462,
  "holdBufCountCts": 0,
  "cap_violations": 0,
  "via_count": 80080,
  "clk_pin_slew_ns": 0.06,
  "syn_area_mm2": 0.1044,
  "final_layout_size_suffix_gt1_share_pct": 23.59,
  "dieWidth_um": 592.1,
  "setup_violations": 0,
  "cts_tree": "done",
  "end_kind": "primary output",
  "finalClockSkew_ns": 0.1270,
  "io_buffer_count": 86,
  "r2r_slack_ns": 41.25,
  "cp_slowest_stage_delay_ns": 0.74,
  "hold_path.class": "reg2reg",
  "cts_root_buf": "clkbuf_16",
  "grt_pass1_vias": 81230,
  "critPathKind": "in2out",
  "hold_path_depth": 2,
  "ant_nets": 0,
  "grt_max_degree": 84,
  "dieArea_mm2": 0.3505,
  "clk_path_buf_depth": 3,
  "slowest_stage": "buf_4",
  "ys_seq_share_pct": 30.82,
  "cpMostUsedCell": "mux4_2",
  "ys_warn_count": 1,
  "finalMaxSlewViolations": 0,
  "cts_resized": 0,
  "synthArstFlopShare_pct": 0,
  "clock.fmax_mhz": 40.61,
  "rsz0062_at_grt": "false",
  "ys_cells": 9715,
  "hold_ws_ns": 0.4649,
  "die_y_um": 592.1,
  "ff_type": "dfxtp_1",
  "drt_iter0_drc": 5216,
  "edf_count": 0,
  "fin_crit_sh_pct": 46.12,
  "regArea_mm2": 0.03224,
  "period_needed_ns": 24.63,
  "r2r.worst_path.cells": 38,
  "hold_path_end": "MATC[410]$_DFF_P_",
  "cp_max_fo": 76,
  "io_pins": 87,
  "crit_arrival_ns": 13.95,
  "hold_viol": 0
}
-- stage by stage --
step | std cells | utilization [%] | setup slack, ns
global placement | 13890 | 31.89 | 28.71
finish | 14250 | 33.77 | 28.77
global route | 14240 | 33.76 | 28.46
CTS | 14220 | 33.75 | 28.69
floorplan | 9715 | - | 29.82
detailed placement | 13890 | 31.89 | 28.70
-- sequential cells by signal (all words and copies together), names as in the netlist --
register,flops
ACC_DATA,32
ADDR,4
ADD_PC,32
MATA,512
MATB,512
MATC,512
PC,4
-- per-layer routing --
layer  global-route usage, %  routed length (um)  part of all wire (%)
met1                   25.86              132600                    35
met2                   32.02              161300                    43
met3                   14.77               59380                    16
met4                   9.777               20440                   5.5
met5                   1.258                 602                  0.16
-- final cells by class --
| type | instances | area share, % |
|---|---|---|
| clock inverters | 71 | 0.9781 |
| repair buffers | 380 | 2.711 |
| multi-input cells | 6743 | 57.39 |
| inverters | 579 | 1.861 |
| diodes | 32 | 0.06849 |
| well taps | 4578 | 4.899 |
| clock buffers | 262 | 4.518 |
| flip-flops and latches | 1608 | 27.57 |
-- logic make-up after synthesis --
group | Yosys count | share of synthesized area, %
compound gates | 1744 | 10.32
xor+xnor | 184 | 1.630
fa+ha+maj | 640 | 10.62
buf+inv | 1364 | 5.276
flops | 1608 | 30.82
mux | 1769 | 31.64
simple gates | 2406 | 9.692
-- worst max path at each step --
stage | end | cells after the start
final | DATAOUT[27] | 7
after global routing | DATAOUT[27] | 7
after CTS | DATAOUT[30] | 7
-- critical path, delay by kind of cell --
family | cells | cell delay, ns
simple gates | 1 | 0.11
buf+inv | 3 | 1.74
mux | 3 | 1.29
-- cells in the final DEF (no fill, tap or decap), types with 31 or more instances in the layout --
master	n
diode_2	32
mux4_2	1177
xor2_1	65
nand2b_1	72
a21oi_1	136
clkbuf_1	35
xnor2_1	112
nor2b_1	67
and2_1	86
clkinv_2	31
clkbuf_8	47
clkbuf_16	180
inv_1	574
clkdlybuf4s50_1	78
ha_1	229
a22oi_1	42
fa_1	411
nand2_1	1432
nand3_1	47
a21o_1	48
a22o_1	293
o21ai_0	983
nor3_1	56
nor2_1	473
mux2_2	386
mux2i_1	192
dfxtp_1	1596
buf_4	284
