## ./design.v

```verilog
`timescale 1ns/1ps
module BRAM_RF(
    input logic CLK,
    (*KEEP = "true"*)
    input logic [12:0] addrb,  
    (*KEEP = "true"*)
    input logic [31:0] dinb,
    (*KEEP = "true"*)
    output logic [31:0] doutb,
    input logic enb,
    input logic [3:0] web
);
    localparam N = 50;
(*mark_debug = "true"*)   reg [N-1:0][31:0] BRAM;
    initial begin 
        BRAM[0] <= 32'd777;
        BRAM[1] <= 32'd15;
        BRAM[2] <= 32'd20;
        BRAM[3] <= 32'd42;
        BRAM[4] <= 32'd65;
        BRAM[5] <= 32'd98;
        BRAM[6] <= 32'd56;
        BRAM[7] <= 32'd24;
        BRAM[8] <= 32'd78;
        BRAM[9] <= 32'd91;
        BRAM[10] <= 32'd97;
        BRAM[11] <= 32'd33;
        BRAM[12] <= 32'd62;
        BRAM[13] <= 32'd57;
        BRAM[14] <= 32'd23;
        BRAM[15] <= 32'd19;
        BRAM[16] <= 32'd7;
        BRAM[17] <= 32'd48;
        BRAM[18] <= 32'd35;
        BRAM[19] <= 32'd33;
        BRAM[20] <= 32'd49;
        BRAM[21] <= 32'd95;
        BRAM[22] <= 32'd24;
        BRAM[23] <= 32'd2;
        BRAM[24] <= 32'd67;
        BRAM[25] <= 32'd87;
        BRAM[26] <= 32'd18;
        BRAM[27] <= 32'd89;
        BRAM[28] <= 32'd77;
        BRAM[29] <= 32'd62;
        BRAM[30] <= 32'd29;
        BRAM[31] <= 32'd15;
        BRAM[32] <= 32'd1;
        BRAM[33] <= 32'd0;
        BRAM[34] <= 32'd0;
        BRAM[35] <= 32'd0;
        BRAM[36] <= 32'd0;
        BRAM[37] <= 32'd0;
        BRAM[38] <= 32'd0;
        BRAM[39] <= 32'd0;
        BRAM[40] <= 32'd0;
        BRAM[41] <= 32'd0;
        BRAM[42] <= 32'd0;
        BRAM[43] <= 32'd0;
        BRAM[44] <= 32'd0;
        BRAM[45] <= 32'd0;
        BRAM[46] <= 32'd0;
        BRAM[47] <= 32'd0;
        BRAM[48] <= 32'd0;
        BRAM[49] <= 32'd777;
    end
    logic [31:0] delay_01_BRAM;
    always_ff @( posedge CLK ) begin
        delay_01_BRAM <= (enb) ? BRAM[addrb] : 32'd199; 
    end
    logic [31:0] delay_02_BRAM;
    always_ff @( posedge CLK ) begin
        delay_02_BRAM <= (enb) ? delay_01_BRAM : 32'd299; 
    end
    always_ff @( posedge CLK ) begin
        BRAM[addrb] <= (web == 4'b1111) ? dinb : BRAM[addrb]; 
    end
    assign doutb = (enb) ? delay_02_BRAM : 32'd399;
endmodule
```

## ./config.mk

```make
export PLATFORM = sky130hd
export DESIGN_NAME = BRAM_RF
export DESIGN_NICKNAME = BRAM_RF
export VERILOG_FILES = /design/flow/design.v
export SDC_FILE = /design/flow/constraint.sdc
export NUM_CORES = 4
export LEC_CHECK = 1
export CORE_UTILIZATION = 40
```

## ./constraint.sdc

```tcl
current_design BRAM_RF

set clk_period 57.0
set clk_io_pct 0.2

create_clock -name clk0 -period $clk_period [get_ports {CLK}]

set non_clock_inputs [all_inputs -no_clocks]
set_input_delay [expr $clk_period * $clk_io_pct] -clock clk0 $non_clock_inputs
set_output_delay [expr $clk_period * $clk_io_pct] -clock clk0 [all_outputs]
```

## ./run.sh

```bash
#!/bin/bash
# OpenROAD 26Q1-2900-gdf79404cd8, Yosys 0.63+post, stock flow scripts
make -C /OpenROAD-flow-scripts/flow DESIGN_CONFIG=/design/flow/config.mk WORK_HOME=/design/flow/orfs finish
```

==> run summary <==
run results: Main area contributors dfxtp_1, a31oi_1, mux4_2, xor+xnor area frac 0.0002462, GRT Util Overall 0.3289, EDFF count, synth 0, area share of the largest cell type after synthesis 0.4682, r2r worst-path depth 7, Async S/R FF share, synth 0, GP Congestion 0.9205, Gate Area 34390 um^2, Post-synth regs 1664, internal cell power 1906 uW, min-delay src delay_01_BRAM[1]$_SDFF_PN1_, tool warnings 29, post-placement setup slack 32990 ps, FF-to-FF End BRAM[1]$_DFF_P_, Setup TNS 0 ps, Area Growth Syn to Fin 11.82%, YS chip area 71150 um^2, Initial DRT Pass Iterations 19, Via density 6.808, most used standard cell by instance count after synthesis dfxtp_1, Synth Area in Adders 0.0001759, reg-to-reg startpoint BRAM[609]$_DFF_P_, Avg Inst Size Synth 10.05 um^2, cells in synth_stat.txt 7077, Root Driver clkbuf_16, CTS Buf Count 174, sw power 627.6 uW, Via Count 62246, post-layout min period 24020 ps, vias in the first global route 59610, reported max-cap violation count 0, Chip Area 179600 um^2, met2 wire len 123200 um, Core Util at FP 0.4031, Relative slew margins 0.3078, number of port buffers 82, Fin Clk Skew 30.68 ps, Max Root-Sink Buffers 3, Die Y 423.8 um, reg2reg setup slack 53500 ps, leakage 0.02839 uW, CTS tree done, Final Max Tran Viols 0, crit path max fanout 71, register share after synthesis 0.4682, hold buffer count at CTS 0, type of the worst setup path in2out, first-pass GRT wire length 417500 um, worst endpoint data arrival time 12620 ps, synthesized cell area 71150 um^2, Tcrit/Tclk final 0.4214, yosys simple share 0.05495, Top non-seq family AND-OR/OR-AND gates, DP HPWL 160200 um, Fin. Hold Viols 0, DRC viols 0, largest net degree at the start of global routing 101, WHS Endpoint delay_02_BRAM[1]$_SDFF_PN1_, dpl cells 8825, Most common reg cell dfxtp_1, maximum VDD drop 0.02684 mV, mux share of post-synthesis cell area 0.1734, Comb pwr share 0.072, Routed WL 289300 um, RSZ-0062 raised after global routing no, critical path launch point type input port, Seq pwr share 0.473, Hold Crit Class reg2reg, Register Area 33310 um^2, instance tally after logic synthesis 7077, Yosys cell types 75, Min Hold Slack 412.2 ps, Setup Fix Bufs, Post-CTS 0, I/O pin count 83, worst slew pin tran 1037 ps, Synth area leader dfxtp_1, most frequent cells after synthesis dfxtp_1, a21oi_1, a31oi_1, status finished, final reports clean, Horiz. Die Dim 423.8 um, Final WS setup 32980 ps, fmax 41.63 MHz, CP Capture Type output pin, top layer in use met5, 1st-iter DRT viols 6346, hold depth 1, Final Setup Violations 0, net switching fraction of the power 0.2477, Overflow after GRT 0, DRT met1 WL 104500 um, row cnt 154, initial antenna violation count 6, post-route insts no fill 9143, FILL cells 16153, PD cells 31.85 nW/um^2, CP Data Required Time 45600 ps, Yosys Warn Count 1, share of post-route cells with drive strength above 1 0.1853, Post-Synth AOI/OAI Area 0.2428, H-tree lvl count 4, # resized after CTS 0, Worst-path clk slew 60 ps, Routed Antenna Nets 0, clock share of power 0.455, met3 WL 40900 um, final core occ 0.4508, CTS Sinks 1664, Insertion Delay late pin 830 ps, wire per inst 31.64 um, Core Box Area 176500 um^2
-- stage by stage --
step,power (uW),instance area (um^2)
after floorplan,1333,71150
final,2534,79560
after CTS,2533,79550
after global placement,1398,73780
after detailed placement,1401,73780
after global routing,2597,79550
-- critical path, cell delays in order --
cell             delay (ps)
buf_2                    80
buf_4                   430
and2_1                  220
clkdlybuf4s50_1         470
-- sequential cells by signal (all words and copies together) (netlist names) --
name	cells
BRAM	1600
delay_01_BRAM	32
delay_02_BRAM	32
-- worst max path at each step --
stage     start   endpoint  slack (ps)  cells after the start
4_1_cts     enb  doutb[29]       32990                      4
5_1_grt     enb  doutb[11]       32880                      4
6_report    enb  doutb[19]       32980                      4
-- routing by layer --
metal,GRT usage,up-vias
li1,-,26437
met1,0.4229,30577
met2,0.4675,4219
met3,0.1530,993
met4,0.1764,20
met5,0.004839,-
-- cells by family after synthesis --
| logic type | Yosys count |
|---|---|
| AND-OR/OR-AND | 2966 |
| XOR/XNOR | 2 |
| adder cells (fa/ha/maj) | 1 |
| buffers and inverters | 993 |
| flip-flops | 1664 |
| multiplexers | 802 |
| AND/OR/NAND/NOR | 649 |
-- power by group through the flow --
stage | combinational (uW) | sequential, uW | clock (uW)
after CTS | 177 | 1200 | 1160
after global routing | 188 | 1200 | 1210
final | 182 | 1200 | 1150
-- area by class of cell --
| class | instances | share of cell area |
|---|---|---|
| diodes | 4 | 0.0001258 |
| clock buffers | 258 | 0.06490 |
| clock inverters | 56 | 0.007643 |
| inverters | 31 | 0.001525 |
| multi-input cells | 4420 | 0.4323 |
| flip-flops and latches | 1664 | 0.4187 |
| well taps | 2340 | 0.03680 |
| repair buffers | 370 | 0.03804 |
-- cells in the final DEF, fill, tap and decap left out, types with 59 or more instances in the layout --
cell / instances
mux4_2: 322
clkdlybuf4s50_1: 75
dfxtp_1: 1664
clkbuf_16: 177
a31oi_1: 1261
and2_1: 59
mux2i_1: 255
mux2_2: 182
buf_4: 284
a21oi_1: 1413
nor4_1: 75
nand2_1: 145
nor2_1: 79
Power and IR drop assume default switching activity.
